## /design/flow/design.v

```verilog
module Memory #(
 parameter AddrWidth = 8,
 parameter DataWidth = 64
) (
  input  bit clk,
  input  bit wren,
  input  bit [AddrWidth-1:0] waddr,
  input  bit [DataWidth-1:0] wdata,
  input  bit rden,
  input  bit [AddrWidth-1:0] raddr,
  output  bit [DataWidth-1:0] rdata
);
  bit [DataWidth-1:0] mem [0:2**AddrWidth-1];
  always_ff @(posedge clk) 
  begin : proc
    if (wren) 
      mem[waddr] <= wdata;
    if (rden)
      rdata <= mem[raddr];
  end
endmodule 
```

## /design/flow/constraint.sdc

```tcl
current_design Memory

set clk_period 54.4
set clk_io_pct 0.2

create_clock -name clk0 -period $clk_period [get_ports {clk}]

set non_clock_inputs [all_inputs -no_clocks]
set_input_delay [expr $clk_period * $clk_io_pct] -clock clk0 $non_clock_inputs
set_output_delay [expr $clk_period * $clk_io_pct] -clock clk0 [all_outputs]
```

## /design/flow/config.mk

```make
export PLATFORM = sky130hd
export DESIGN_NAME = Memory
export DESIGN_NICKNAME = Memory
export VERILOG_FILES = /design/flow/design.v
export SDC_FILE = /design/flow/constraint.sdc
export NUM_CORES = 4
export LEC_CHECK = 1
export CORE_UTILIZATION = 40
export SYNTH_MEMORY_MAX_BITS = 65536
```

## /design/flow/run.sh

```bash
#!/bin/bash
# OpenROAD 26Q1-2900-gdf79404cd8, Yosys 0.63+post, stock flow scripts
make -C /OpenROAD-flow-scripts/flow DESIGN_CONFIG=/design/flow/config.mk WORK_HOME=/design/flow/orfs finish
```

==> qor_table.md <==
| Result | Reported | Unit |
| --- | --- | --- |
| Overall overflow remaining after global route | 0 | - |
| Height of the chip | 1254 | um |
| Kind of cell adding the most delay to the critical path | buffers and inverters | - |
| CTS Buf Count | 1684 | - |
| Placed Instances | 50110 | - |
| Slew Viols, Final | 0 | - |
| Std-Cell Core Area | 1563000 | um^2 |
| # hold bufs at CTS | 0 | - |
| Fin crit share | 32.54 | % |
| HPWL reported at the end of detailed placement | 1268000 | um |
| Largest net degree at the start of global routing | 130 | - |
| Clk pin slew, worst setup/hold paths | 0.06 | ns |
| CP endpoint kind | flop | - |
| Vias after detailed routing | 322000 | - |
| Number of violations reported at the end of detailed-routing iteration 0 | 23300 | - |
| Cell area leaders | sky130_fd_sc_hd__edfxtp_1 79%, sky130_fd_sc_hd__mux4_2 10%, sky130_fd_sc_hd__mux2i_1 3.7% | - |
| Remaining design rule violation count | 0 | - |
| Status | completed | - |
| Number of synthesized register bits | 16450 | - |
| Longest Clk Path Bufs | 6 | - |
| Leakage | 0.2263 | uW |
| Top_reg_cell synth | sky130_fd_sc_hd__edfxtp_1 | - |
| Site row count | 459 | - |
| Final standard cell utilization of the core | 45.97 | % |
| Post-detailed-routing wire length | 2084000 | um |
| Post-synth top area share | 78.73 | % |
| Global-route wire length before repair | 2834000 | um |
| PwrDens | 36.89 | nW/um^2 |
| Number of enable flip-flop cells | 16450 | - |
| Most common cell type on the critical path | sky130_fd_sc_hd__buf_4 | - |
| IO buf count | 146 | - |
| Routed length per instance | 39.02 | um |
| Number of warnings reported in the yosys synthesis log | 1 | - |
| Weighted congestion at the end of routability-driven global placement | 0.9300 | - |
| Global routing usage summed across all routing layers | 29.11 | % |
| Slew headroom | 0.8512 | % |
| Critical path cell sequence | buf_16 -> buf_4 -> buf_4 -> buf_12 -> buf_12 -> buf_4 -> buf_4 -> buf_4 -> mux2i_1 -> o221ai_1 -> nor3_1 -> nor4_1 -> buf_4 -> nand4_1 -> nand4b_1 -> buf_4 -> nor3_1 | - |
| Number of hold-slack violations in the final timing report | 0 | - |
| Dominant cell by count in the synthesized netlist | sky130_fd_sc_hd__edfxtp_1 | - |
| Highest fanout seen on the critical path | 77 | - |
| Number of top-level pins | 147 | - |
| Relative area change from synthesis to final layout | 14.51 | % |
| Avg Vias per Cell | 6.031 | - |
| Number of global-route vias before repair | 351600 | - |
| First drt pass iteration count | 6 | - |
| Proportion of synthesized flip-flops having asynchronous set or reset | 0 | % |
| Type of the setup path with the least slack | input port to flop | - |
| Resized Gates After CTS | 0 | - |
| CTS tree | built | - |
| H-tree depth reported by CTS | 7 | - |
| CP Data Arrival Time | 18.84 | ns |
| Antenna violation net count after detailed routing | 0 | - |
| Latest clock arrival within the worst-skew pair | 1.43 | ns |
| Cells after Synth | 28980 | - |
| Post-synth area from yosys stat | 627400 | um^2 |
| Post-Place Cell Area | 665000 | um^2 |
| Final min period | 17.70 | ns |
| Non-filler cells in the finished layout | 53400 | - |
| Tightest Hold Check Type | flop to flop | - |
| Yosys top cell by area | sky130_fd_sc_hd__edfxtp_1 | - |
| Post-synthesis cell area | 627400 | um^2 |
| Die ar. | 1573000 | um^2 |
| CP startpoint kind | input port | - |
| Transition at the pin with the smallest max-transition slack | 1.484 | ns |
| Fraction of the yosys area taken by sequential cells | 78.73 | % |
| Number of warnings in the stage logs | 42 | - |
| Number of antenna violations at the first check in global routing | 145 | - |
| Final-report setup violation count | 0 | - |
| Fraction of layout instances using a drive strength above 1 | 24.67 | % |
| Average size of a mapped cell | 21.65 | um^2 |
| Top post-synthesis cells by count | 16450 x sky130_fd_sc_hd__edfxtp_1, 2838 x sky130_fd_sc_hd__mux4_2, 2325 x sky130_fd_sc_hd__mux2i_1 | - |
| Achievable clock frequency | 0.05649 | GHz |
| Clock sinks | 16450 | - |
| Slowest cell on crit path | sky130_fd_sc_hd__nor4_1 | - |
| RSZ-0062 raised after global routing | false | - |
| Maximum vdd drop | 0.03079 | mV |
| Unique cell type count in the Yosys netlist | 74 | - |
| Setup total negative slack | 0 | ns |
| Cell count listed in synth_stat.txt | 28980 | - |
| Data required time of the worst path | 55.54 | ns |
| Starting density of the core | 40.15 | % |
| Fin area | 718400 | um^2 |
| Max stage delay on crit path | 1.07 | ns |
| Number of max-capacitance violations reported | 0 | - |
| Buf+Inv Stages, Crit Path | 10 | - |
| CTS Root Cell | sky130_fd_sc_hd__clkbuf_16 | - |
| Final setup skew | 0.1201 | ns |
| Post-CTS setup buffer count | 0 | - |
| Floorplan die width | 1254 | um |
through the flow:
| step | setup slack, ns | power (uW) | hold WS, ns |
|---|---|---|---|
| 2_1_floorplan | 39.27 | 14870 | 0.8834 |
| 3_3_place_gp | 34.81 | 15560 | 1.042 |
| 3_5_place_dp | 35.30 | 15580 | 1.050 |
| 4_1_cts | 36.69 | 26590 | 1.090 |
| 5_1_grt | 36.13 | 27130 | 1.201 |
| 6_report | 36.70 | 26500 | 1.070 |
worst paths after layout:
kind                          start                   to  slack, ns  cells past startpoint
max                        raddr[0]  rdata[63]$_DFFE_PP_      36.70                     17
min          mem[127][62]$_DFFE_PP_  rdata[62]$_DFFE_PP_       1.07                      5
max reg2reg   mem[98][17]$_DFFE_PP_  rdata[17]$_DFFE_PP_      50.43                      9
min reg2reg  mem[127][62]$_DFFE_PP_  rdata[62]$_DFFE_PP_       1.07                      5
placed cells by master, fill, tap and decap left out, drive strengths merged, types with 155 or more instances in the layout:
cell type	instances
mux2i	2325
clkbuf	2011
nand2	346
nor2	467
bufinv	155
o221ai	705
o22ai	567
nor3	369
mux4	2842
mux2	249
nor4	328
a22oi	341
diode	294
a211oi	213
o21ai	296
a21oi	732
edfxtp	16450
clkinv	736
a221oi	266
buf	2088
kinds of logic (layout without fill, tap and decap cells):
group	Yosys count	in the layout	share of synthesized area, %
other	0	294	0
flip-flops	16450	16450	78.73
AND/OR/NAND/NOR	1802	1802	1.409
multiplexers	5416	5416	14.36
AND-OR/OR-AND	3505	3505	3.913
buffers and inverters	1811	5189	1.587
report_power, final:
group          total (uW)  internal (uW)  switching (uW)  leakage, uW
Combinational        1320            402             919       0.0528
Clock               11200           6430            4740       0.0257
Sequential          14000          14000            26.7        0.148
worst register-to-register path: cells and delay by family, from the launching register on:
| family | cells | cell delay, ns |
|---|---|---|
| AOI/OAI and AO/OA | 1 | 0.82 |
| buffers and inverters | 2 | 0.70 |
| DFF | 1 | 0.33 |
| muxes | 1 | 0.06 |
| and+or+nand+nor | 5 | 1.88 |
registers in the layout, indices dropped and copies added, names as in the netlist:
register,cells
rdata,64
mem,16384
routing by layer:
layer | wire length, um | track usage [%] | share of wire [%] | vias up
met1 | 539400 | 27.36 | 26 | 160000
li1 | - | - | - | 128300
met4 | 138900 | 14.30 | 6.7 | 283
met3 | 479800 | 29.34 | 23 | 4708
met2 | 912900 | 39.37 | 44 | 28770
met5 | 12690 | 7.001 | 0.61 | -
layout make-up:
cell class,count,area (um^2)
diodes,294,735.7
clock buffers,2007,43710
clock inverters,983,8915
fillers,125600,844300
inverters,34,142.6
multi-input cells,10720,127100
flip-flops and latches,16450,493900
well taps,20750,25960
repair buffers,2165,17880
Power figures rest on the tool's default switching activity, not on a simulated workload.
