$ cat config.mk
export PLATFORM = sky130hd
export DESIGN_NAME = PHINodeOp
export DESIGN_NICKNAME = PHINodeOp
export VERILOG_FILES = /design/flow/design.v
export SDC_FILE = /design/flow/constraint.sdc
export NUM_CORES = 4
export LEC_CHECK = 1
export CORE_AREA = 10 10 221 221
export DIE_AREA = 0 0 231 231
$ cat constraint.sdc
current_design PHINodeOp

set clk_period 2.7
set clk_io_pct 0.2

create_clock -name clk0 -period $clk_period [get_ports {clk}]

set non_clock_inputs [all_inputs -no_clocks]
set_input_delay [expr $clk_period * $clk_io_pct] -clock clk0 $non_clock_inputs
set_output_delay [expr $clk_period * $clk_io_pct] -clock clk0 [all_outputs]
$ cat design.v
module DataMux #(
 parameter ParamNumIncomingValues = 1,
 parameter InBitWidth = 32,
 parameter OutBitWidth = InBitWidth
) (
  input  bit clk,
  output bit [OutBitWidth - 1 : 0] ret,
  input  bit [InBitWidth : 0] input0,
  input  bit [InBitWidth : 0] input1,
  input  bit [InBitWidth : 0] input2,
  input  bit [InBitWidth : 0] input3,
  input  bit [InBitWidth : 0] input4,
  input  bit [InBitWidth : 0] input5,
  input  bit [InBitWidth : 0] input6,
  input  bit [InBitWidth : 0] input7,
  input  bit [InBitWidth : 0] input8,
  input  bit [InBitWidth : 0] input9,
  input  bit [InBitWidth : 0] input10,
  input  bit [InBitWidth : 0] input11,
  input  bit [InBitWidth : 0] input12,
  input  bit [InBitWidth : 0] input13,
  input  bit [InBitWidth : 0] input14,
  input  bit [InBitWidth : 0] input15
);
  bit [InBitWidth-1:0] array [0:15];
  bit [InBitWidth-1:0] out;
  assign array[0]  =  input0[InBitWidth]? input0[InBitWidth-1:0]:0;
  assign array[1]  =  input1[InBitWidth]? input1[InBitWidth-1:0]:0;
  assign array[2]  =  input2[InBitWidth]? input2[InBitWidth-1:0]:0;
  assign array[3]  =  input3[InBitWidth]? input3[InBitWidth-1:0]:0;
  assign array[4]  =  input4[InBitWidth]? input4[InBitWidth-1:0]:0;
  assign array[5]  =  input5[InBitWidth]? input5[InBitWidth-1:0]:0;
  assign array[6]  =  input6[InBitWidth]? input6[InBitWidth-1:0]:0;
  assign array[7]  =  input7[InBitWidth]? input7[InBitWidth-1:0]:0;
  assign array[8]  =  input8[InBitWidth]? input8[InBitWidth-1:0]:0;
  assign array[9]  =  input9[InBitWidth]? input9[InBitWidth-1:0]:0;
  assign array[10] = input10[InBitWidth]?input10[InBitWidth-1:0]:0;
  assign array[11] = input11[InBitWidth]?input11[InBitWidth-1:0]:0;
  assign array[12] = input12[InBitWidth]?input12[InBitWidth-1:0]:0;
  assign array[13] = input13[InBitWidth]?input13[InBitWidth-1:0]:0;
  assign array[14] = input14[InBitWidth]?input14[InBitWidth-1:0]:0;
  assign array[15] = input15[InBitWidth]?input15[InBitWidth-1:0]:0;
  int I;
  always_comb
  begin 
    out = 0;
    for(I=0; I<ParamNumIncomingValues; I=I+1)
      out = out | array[I];
  end 
  assign ret = out[OutBitWidth-1:0];
endmodule 
module PHINodeOp #(
 parameter ParamNumIncomingValues = 1,
 parameter ParamBitWidth = 32
) (
  input  bit clk,
  input  bit enable,
  output bit [ParamBitWidth - 1 : 0] ret,
  input  bit [ParamBitWidth     : 0] input0,
  input  bit [ParamBitWidth     : 0] input1,
  input  bit [ParamBitWidth     : 0] input2,
  input  bit [ParamBitWidth     : 0] input3,
  input  bit [ParamBitWidth     : 0] input4,
  input  bit [ParamBitWidth     : 0] input5,
  input  bit [ParamBitWidth     : 0] input6,
  input  bit [ParamBitWidth     : 0] input7,
  input  bit [ParamBitWidth     : 0] input8,
  input  bit [ParamBitWidth     : 0] input9,
  input  bit [ParamBitWidth     : 0] input10,
  input  bit [ParamBitWidth     : 0] input11,
  input  bit [ParamBitWidth     : 0] input12,
  input  bit [ParamBitWidth     : 0] input13,
  input  bit [ParamBitWidth     : 0] input14,
  input  bit [ParamBitWidth     : 0] input15
);
  bit [ParamBitWidth - 1 : 0] ret_comb;
  bit [ParamBitWidth - 1 : 0] ret_reg;
 DataMux #(ParamNumIncomingValues, ParamBitWidth, ParamBitWidth) 
 largemux ( clk, 
            ret_comb, 
            input0,
            input1,
            input2,
            input3,
            input4,
            input5,
            input6,
            input7,
            input8,
            input9,
            input10,
            input11,
            input12,
            input13,
            input14,
            input15);
  always_ff @(posedge clk) 
  begin 
    if (enable) ret_reg <= ret_comb;    
  end
  assign ret = enable?ret_comb:ret_reg; 
endmodule 
$ cat run.sh
#!/bin/bash
# OpenROAD 26Q1-2900-gdf79404cd8, Yosys 0.63+post, stock flow scripts
make -C /OpenROAD-flow-scripts/flow DESIGN_CONFIG=/design/flow/config.mk WORK_HOME=/design/flow/orfs finish
==> ci_impl_report.md <==
## Implementation flow summary

| Metric | Value |
|---|---|
| Status | completed |
| Comb area leader | AND-OR/OR-AND gates |
| Chip Height | 231 um |
| Leakage | ~0.91 nW |
| Chip area | approximately 0.053 mm^2 |
| Main area contributors | dfxtp_1, a22o_1, buf_6 |
| Post-Syn Area | approximately 1000 um^2 |
| Nature of the critical path endpoint | output pin |
| Via count | roughly 890 |
| IO Port Bufs | approximately 66 |
| Max-area cell share | between 60 and 70% |
| Yosys stat area | around 1000 um^2 |
| Number of flops mapped to enable cells by yosys | 0 |
| Clock share of power | between 40 and 50% |
| Slew HR | between 80% and 90% |
| Adders+Majority by Area | 0% |
| GPL Wtd Cong | 0.6630 |
| Fin worst setup slack | around 0.087 ns |
| CTS tree | yes |
| Final setup fails | 0 |
| GRT overflow | 0 |
| Mean number of vias per cell | around 1.2 |
| DR WL/cell | between 8 and 9 um |
| Pwr Density | between 500 and 600 mW/mm^2 |
| Initial antenna violation count | 2 |
| Max Freq | between 300 and 400 MHz |
| Share of cells above drive strength 1 | 11.33% |
| Clock skew | 0 ns |
| Switching part of the total | ~24% |
| CTS Buffer Depth | 2 |
| RSZ-0062 raised after global routing | no |
| Clk latency late pin | 0.28 ns |
| Max reg flops | 32 |
| Clock transition at path regs | approximately 0.060 ns |
| Largest net degree at the start of global routing | 32 |
| Final Cycle Share | approximately 97% |
| CTS Buf Count | 5 |
| Most common cell in the netlist | dfxtp_1 |
| Synth top cells by count | dfxtp_1, a22o_1, buf_6, buf_2, inv_1 |
| Post-synth seq share | about 64% |
| Worst EP arrival | between 2 and 2.5 ns |
| GR peak layer | met2 |
| Distinct cells, synth | 8 |
| Startpoint types | primary input |
| Number of global-route vias before repair | around 940 |
| Final slew viol count | 0 |
| Switch Pwr | 0.3183 mW |
| WP data required | roughly 2.2 ns |
| Sink Count | 32 |
| GRT met3 Usage | 2.349% |
| Syn Area/Cell | between 10 and 15 um^2 |
| Cells in synth_stat.txt | 75 |
| Comb pwr share | 15.8% |
| Maximum vdd drop | approximately 0.20 mV |
| Met1 Track Usage GR | ~2.7% |
| Place WS | -0.1010 ns |
| Dominant Register Cell | dfxtp_1 |
| Aoi share | ~28% |
| Tool warnings | roughly 520 |
| Post-Route Utilization | under 10% |
| H-tree depth reported by CTS | 2 |
| Fin crit period | about 2.6 ns |
| Setup CP Type | primary input to output pin |
| Drc violations | 0 |
| # fillers | between 5000 and 6000 |
| Final hold vios | 0 |
| Seq pwr share | about two fifths |
| Mux share | 0% |
| Simple-gate share of the synthesized area | 1.378% |
| Pre-Place Util | under 10% |
| Synthesized instance count | between 70 and 80 |
| First-pass GRT wire length | 8.197 mm |
| Hpwl dp | 5.151 mm |
| Layout overhead on the synthesized area | 161.2% |
| Die W | roughly 230 um |
| Rows | roughly 77 |
| Hold buffers post-CTS | 0 |
| First-pass DRT Iterations | 4 |
| Root buf cell | clkbuf_16 |
| HP Class | flop to flop |
| Synthesis Warnings | 3 |
| Crit path max fanout | 13 |
| Iteration-0 DRC Markers | 19 |
| Cell Int Power | roughly 0.99 mW |
| Tightest Pin Transition | between 0.2 and 0.25 ns |
| Core ar. | about 0.044 mm^2 |
| Flops after synth | 32 |
| Max-cap viol count | 0 |
| Detail Route Antenna Nets | 0 |
| I/O pin count | 562 |
| GR Layer Usage met2 | slightly below 3% |
| XORs/XNORs by Area | 0% |
| Post-synthesis async set-or-reset flop share | 0% |
| GRT Overall Usage | under 10% |
| Cell taking the most area after synthesis | dfxtp_1 |
| DRT Wirelength | 6.220 mm |
cell type report:
class / count / area [um^2] / area share, %
multi-input combinational: 34 / 290.3 / 11.13
antenna: 3 / 7.507 / 0.2879
clock inverter: 3 / 23.77 / 0.9117
sequential: 32 / 640.6 / 24.57
timing repair buffer: 74 / 772.0 / 29.61
tap: 592 / 740.7 / 28.41
inverter: 2 / 7.507 / 0.2879
clock buffer: 5 / 125.1 / 4.798
power by group through the flow:
stage / combinational [mW] / sequential [mW] / clock [mW]
CTS: 0.217 / 0.520 / 0.617
global route: 0.230 / 0.524 / 0.634
finish: 0.207 / 0.520 / 0.585
cell families after synthesis:
kind of cell / after synthesis
AOI/OAI and AO/OA: 32
and+or+nand+nor: 2
buffers and inverters: 9
DFF: 32
cells in the final DEF, fill, tap and decap left out, drive strengths merged:
cell,instances
o21ai,1
dlygate4sd2,2
clkinv,1
buf,8
a22o,31
clkdlybuf4s50,54
nand3,1
and2,1
dfxtp,32
dlymetal6s2s,10
clkinvlp,2
diode,3
clkbuf,5
inv,2
timing repair:
item | CTS | global route
pin swaps | 1 | 0
setup endpoints to repair | 28 | 18
buffers inserted | 1 | 3
gates resized | 3 | 10
through the flow:
step           power [mW]  hold WS (ns)   TNS [ns]  instances  area, um^2
2_1_floorplan      0.5801        0.4154          0         75       998.5
3_5_place_dp       0.7412        0.4674     -1.386        730        2382
6_report            1.312        0.4825          0        745        2608
3_3_place_gp       0.7415        0.4605     -1.052        730        2382
4_1_cts             1.354        0.4844  -0.001694        739        2552
5_1_grt             1.389        0.4990          0        742        2600
routing by layer:
layer	wire length (um)	up-vias	part of all wire, %
met1	2666	394	43
met5	0	-	0
li1	-	437	-
met2	2331	57	37
met3	1146	4	18
met4	76	0	1.2
worst max-delay path, stage by stage:
cell,delay (ns)
clkdlybuf4s50_1,0.48
and2_4,0.17
buf_12,0.14
buf_6,0.12
a22o_1,0.14
clkdlybuf4s50_1,0.47
final timing paths:
| check | startpoint | slack [ns] | cells after the start | endpoint |
|---|---|---|---|---|
| min reg2reg | ret_reg[12]$_DFF_P_ | 0.48 | 1 | ret_reg[12]$_DFF_P_ |
| max reg2reg | ret_reg[21]$_DFF_P_ | 2.04 | 1 | ret_reg[21]$_DFF_P_ |
| min | ret_reg[12]$_DFF_P_ | 0.48 | 1 | ret_reg[12]$_DFF_P_ |
| max | input0[32] | 0.09 | 6 | ret[23] |
Power and IR drop assume default switching activity.
