<file path="./design.v">
module loadOp #(
 parameter ParamBitWidth    = 32,
 parameter LoadLatency      = 1
) (
  input  bit clk,
  input  bit enable,
  input  bit [ParamBitWidth - 1 : 0] rdata,
  output bit [ParamBitWidth - 1 : 0] ret
);
  bit [ParamBitWidth - 1 : 0] ret_comb;
  bit [ParamBitWidth - 1 : 0] ret_reg;
  bit [9:1] enable_d;
  assign ret_comb = rdata;
  always_ff @(posedge clk) 
  begin
    enable_d[1] <= enable;
    enable_d[9:2] <= enable_d[8:1];
    if (enable_d[LoadLatency]) ret_reg <= ret_comb;    
  end
  assign ret = enable_d[LoadLatency]?ret_comb:ret_reg; 
endmodule 
</file>
<file path="./run.sh">
#!/bin/bash
# OpenROAD 26Q1-2900-gdf79404cd8, Yosys 0.63+post, stock flow scripts
make -C /OpenROAD-flow-scripts/flow DESIGN_CONFIG=/design/flow/config.mk WORK_HOME=/design/flow/orfs finish
</file>
<file path="./config.mk">
export PLATFORM = sky130hd
export DESIGN_NAME = loadOp
export DESIGN_NICKNAME = loadOp
export VERILOG_FILES = /design/flow/design.v
export SDC_FILE = /design/flow/constraint.sdc
export NUM_CORES = 4
export LEC_CHECK = 1
export CORE_AREA = 10 10 89 89
export DIE_AREA = 0 0 99 99
</file>
<file path="./constraint.sdc">
current_design loadOp

set clk_period 2.6
set clk_io_pct 0.2

create_clock -name clk0 -period $clk_period [get_ports {clk}]

set non_clock_inputs [all_inputs -no_clocks]
set_input_delay [expr $clk_period * $clk_io_pct] -clock clk0 $non_clock_inputs
set_output_delay [expr $clk_period * $clk_io_pct] -clock clk0 [all_outputs]
</file>
==> out/metrics.yaml <==
power_and_ir_drop:
  vdd_drop_max_v: 0.000281
  finalPower_mw: 1.24
  clkPwrFrac: 0.337
  p_leak_nw: 0.851
  p_switching_mw: 0.244
  power_density_nw_per_um2: 621
  p_int_mw: 0.994
  p_seq_frac: 0.463
  p_comb_frac: 0.199
  swShare: 0.197
route:
  drc: 0
  avgViaCountPerCell: 3.53
  routed-wl-met3_um: 451
  finalWirelength_um: 2810
  drt-initial-drc-count: 22
  wl_met2_um: 1040
  diodes: 0
  met1_length_um: 1280
  route.vias.total: 760
  top_layer: "met4"
  post_drt_wl_per_cell_um: 13.0
  ant_nets: 0
  dr.pass1.iters: 4
floorplanning:
  die_w_um: 99
  die-height_um: 99
  coreArea_um2: 5990
  num_rows: 28
  io_pins: 66
  chipArea_um2: 9800
  initCoreUtil: 0.201
worst_hold_path:
  hold_path.class: "reg2reg"
  whs_path_depth: 1
  min_from: "ret_reg[20]"
  min_to: "ret_reg[20]"
synth:
  yosys_area_um2: 1200
  syn_avg_cell_area_um2: 17.5
  ys_seq_share: 0.548
  yosys_cells: 69
  synthesis.area_um2: 1200
  numSynthFlops: 33
  yosysWarnings: 1
  netlist_instances: 69
  synth.distinct_cells: 5
setup_path:
  end_kind: "primary output"
  crit_type: "reg2out"
  r2r-start: "enable_d"
  cp.required_ps: 2080
  startpoint_type: "flop"
  slowest_stage: "clkdlybuf4s50_1"
  reg2reg_depth: 2
  regToRegSetupSlack_ps: 1380
  path_max_fanout: 17
  cp_slowest_stage_delay_ps: 430
  crit_chain: "buf_4 > mux2_4 > clkdlybuf4s50_1"
  arrival_ps: 1810
  r2r-end: "ret_reg[23]"
clocking:
  cts_buffer_depth: 2
  h-tree-depth: 2
  cts_buffers: 5
  cts_tree: "done"
  path_clk_slew_ps: 70
  ctsResizeCount: 0
  cts_setup_buffers: 0
  ctsHoldBuffers: 0
  worstSkewPairLatency_ps: 270
  root_buffer: "clkbuf_8"
  cts.sinks: 33
finish:
  final_common_cell: "clkdlybuf4s50_1"
  final_cell_mix: "clkdlybuf4s50_1, dfxtp_1, mux2_4"
  design_area_um2: 2000
  final_cells: 215
  largest_reg_flops: 32
  area_growth_pct: 65.6
  final_layout_size_suffix_gt1_frac: 0.307
sta:
  setup_viol: 0
  finalSetupTns_ps: 0
  finClkSkew_ps: 3.13
  rsz0062_at_grt: "false"
  finalHoldViolations: 0
  relSlewSlack: 0.788
  tightest_slew_ps: 318
  fmax_mhz: 429
  finalMaxSlewViolations: 0
  finalCriticalPeriod_ps: 2330
  period_used_share: 0.896
global_route:
  grt-ovfl-total: 0
  grt_start_max_net_pins: 18
  grt_pass1_wl_um: 4450
  grt_pass1_vias: 848
  antenna_found_initial: 0
  grt_use_total: 0.0551
job:
  cap_viol_max_count: 0
  warnings: 25
place:
  place_hpwl_um: 2180
  port_buffers: 65
  place_congestion: 0.749
  placed_area_um2: 1890
  post-place-cells: 207
outcome:
  status: "finished clean"
==> area by class of cell <==
type	instances	area (um2)
timing repair buffer	67	666
clock buffer	7	96.3
clock inverter	1	5.00
tap	75	93.8
fill	564	4000
multi-input combinational	32	473
sequential	33	662
==> metrics by stage <==
step / hold WS [ps] / utilization / worst slack (ps)
after floorplan: 434 / - / 1220
after global placement: 455 / 0.316 / 428
after detailed placement: 455 / 0.316 / 437
after CTS: 474 / 0.333 / 229
after global routing: 485 / 0.333 / 182
final: 470 / 0.333 / 270
==> worst max path at each step <==
stage | start | to | slack, ps | depth (start not counted)
after global routing | enable_d | ret[21] | 180 | 3
after CTS | enable_d | ret[11] | 230 | 3
final | enable_d | ret[22] | 270 | 3
==> synthesized netlist by cell type <==
master   instances  share of area
mux2_4          30           0.37
dfxtp_1         33           0.55
mux2_2           2          0.019
buf_6            1         0.0093
buf_12           3          0.050
==> layer usage <==
layer | global-route usage | vias up
met5 | 0 | -
li1 | - | 375
met2 | 0.0701 | 48
met3 | 0.0423 | 6
met1 | 0.0739 | 331
met4 | 0.00662 | 0
==> worst max-delay path, delay by kind of cell, from the launching register on <==
family / cells / cell delay, ps
muxes: 1 / 340
buffers and inverters: 2 / 770
DFF: 1 / 420
==> power by group through the flow <==
stage,clock (mW),sequential [mW],combinational [mW]
5_1_grt,0.463,0.579,0.268
6_report,0.418,0.574,0.247
4_1_cts,0.441,0.574,0.254
==> cell families after synthesis <==
logic type	after synthesis	share of synthesized area
flip-flops	33	0.548
multiplexers	32	0.393
buffers and inverters	4	0.0592
Power figures rest on the tool's default switching activity, not on a simulated workload.
